`/design/flow/run.sh`:
```
#!/bin/bash
# OpenROAD 26Q1-2900-gdf79404cd8, Yosys 0.63+post, stock flow scripts
make -C /OpenROAD-flow-scripts/flow DESIGN_CONFIG=/design/flow/config.mk WORK_HOME=/design/flow/orfs finish
```
`/design/flow/config.mk`:
```
export PLATFORM = sky130hd
export DESIGN_NAME = instruction_mem
export DESIGN_NICKNAME = instruction_mem
export VERILOG_FILES = /design/flow/design.v
export SDC_FILE = /design/flow/constraint.sdc
export NUM_CORES = 4
export LEC_CHECK = 1
export CORE_AREA = 10 10 70 70
export DIE_AREA = 0 0 80 80
export SYNTH_MEMORY_MAX_BITS = 65536
```
`/design/flow/constraint.sdc`:
```
current_design instruction_mem

set clk_period 1.0
set clk_io_pct 0.2

create_clock -name clk0 -period $clk_period

set non_clock_inputs [all_inputs -no_clocks]
set_input_delay [expr $clk_period * $clk_io_pct] -clock clk0 $non_clock_inputs
set_output_delay [expr $clk_period * $clk_io_pct] -clock clk0 [all_outputs]
```
`/design/flow/design.v`:
```
`timescale 1ns / 1ps
module instruction_mem (
    input wire [31:0] address,           
    output reg [31:0] instruction   
);
    reg [31:0] memory [0:255];   
    always @(*) begin
        instruction = memory[address[7:0]];   
    end
    initial begin
        memory[0]  = 32'h00000000;   
        memory[4]  = 32'b10001100001000010000000000000001;   
        memory[8]  = 32'b10001100010000100000000000000010;   
        memory[12] = 32'b10001100011000110000000000000011;   
        memory[16] = 32'b10001100100001000000000000000100;   
        memory[20] = 32'b10001100101001010000000000000101;   
        memory[24] = 32'b10001100110001100000000000000110;   
        memory[28] = 32'b11111101000000010010000000000000;   
        memory[32] = 32'b11111101001000100010101000000000;   
        memory[36] = 32'b11111101010000110011001001000000;   
        memory[40] = 32'h10000000;
        memory[44] = 32'b10101101010010100000000000001010;   
    end
endmodule
```
==> reports/summary.txt <==
status = finished, violations left
failing checks = setup timing
switching share of power = 0.402
initial antenna violation count = 0
chip height = 80 µm
P_int = 175 µW
Worst Hold Depth = 4
P_sw = 118 µW
core area = 3420 µm²
IO Port Bufs = 27
yosys simple share = 0.216
1st-iter DRT viols = 15
MI comb area = 307 µm²
gp weighted congestion = 0.721
chip area = 6400 µm²
layout cell share with drive strength beyond 1 = 0.775
Cell variety after synth = 20
vias in the first global route = 441
post-route setup slack = -0.0997 ns
Crit Path Category = in -> out
Post-Synth AOI/OAI Area = 0.251
Multiplexer share = 0
CP Capture Type = output port
Hold Crit Class = in -> out
WP data required = 0.80 ns
DR DRC count = 0
top cells by count = buf_4 (17), nor2_1 (4), buf_6 (3)
Synth Warn # = 1
antenna-violating nets left = 0
DP Wirelength = 1050 µm
Seq pwr share = 0
final wirelength = 1520 µm
Core Util at FP = 0.0949
Clk pwr share = 0
Adder Share, Synth = 0
Slew Limit Fails = 0
Area contributors post-synth = buf_4 (39%), buf_6 (10%), nand4b_2 (4.6%), nor2_1 (4.6%), and2_1 (3.9%)
WP data arrival = 0.90 ns
maximum VDD drop = 0.0000832 V
clkbuf count = 0
PD cells = 386 nW/µm²
row count = 21
Post-synth seq share = 0
area leader, netlist = buf_4
grt ovf = 0
CP startpoint kind = input port
DR vias = 407
Cells after Synth = 46
sequential cells = 0
IO Count = 64
final hold vios = 0
Top non-seq family = buffers and inverters
Post-Place Cells = 113
period utilisation layout = 1.10
Top cell area share = 0.394
yosys stat cell total = 46
worst hold margin = 0.786 ns
crit path time final = 1.10 ns
Routed wire per std cell = 12.1 µm
yosys synthesis chip area = 324 µm²
first-pass GRT wire length = 2310 µm
Max-Cap Viols = 0
CP max FO = 5
syn_area_per_cell = 7.04 µm²
n_diodes = 0
area delta synth->final = 134%
DRT Pass-1 Iters = 2
Setup Viol. Count Final = 15
FF/Latch Area = 0 µm²
Die W = 80 µm
Synth Area in XOR/XNOR = 0
fin cells = 126
f_max = 909 MHz
combinational power share = 1.000
tool warnings = 62
cell area after synthesis = 324 µm²
vias per cell = 3.23
fill count = 370
Pleak = 0.384 nW
most frequent cell after synthesis = buf_4
Tot GR Track Use = 0.0430
RSZ-0062 raised after global routing = yes
largest net degree at the start of global routing = 7
==> what timing repair did <==
action / CTS / global route
buffers inserted: 12 / 1
endpoints found under the setup margin: 23 / 21
pin swaps: 9 / 6
resized: 123 / 5
hold buffers: 0 / 0
==> power groups by stage <==
stage     Clock [mW]  Sequential, mW  Combinational (mW)
4_1_cts            0               0               0.278
5_1_grt            0               0               0.319
6_report           0               0               0.293
==> layout make-up <==
cell class | instances | share of cell area
inverters | 2 | 0.0132
multi-input cells | 32 | 0.404
well taps | 46 | 0.0759
repair buffers | 46 | 0.507
==> layer usage <==
metal	up-vias	track usage	wire length, µm
met5	-	0	0
met4	0	0	0
met3	0	0.0193	184
met2	21	0.0682	663
met1	187	0.0554	671
li1	199	-	-
==> path summary, 6_finish.rpt <==
kind	from	end	slack [ns]
hold / removal	address[2]	instruction[12]	0.79
setup / recovery	address[3]	instruction[31]	-0.1
==> per-stage QoR <==
step	power (mW)	setup TNS, ns	cell area [µm²]	setup WS, ns	utilization
6_report	0.293	-0.635	758	-0.0997	0.222
4_1_cts	0.278	-0.692	727	-0.0996	0.213
2_1_floorplan	0.109	0	354	0.0493	-
3_5_place_dp	0.215	-20.06	566	-0.994	0.166
5_1_grt	0.319	-1.12	758	-0.132	0.222
3_3_place_gp	0.215	-19.25	566	-0.920	0.166
==> placed cells by master, fill, tap and decap left out <==
cell type      Yosys  layout
conb_1             1       9
o21a_1             1       1
inv_4              0       1
nor3_4             0       1
and2_1             2       1
o211a_1            1       1
buf_2              0      20
o21ai_2            0       2
inv_2              2       1
nand4b_4           0       1
buf_4             17       8
dlygate4sd2_1      0       3
a21oi_4            0       1
o2bb2ai_2          0       1
nor2_4             0       2
nand2_1            1       1
o22a_1             1       1
a21boi_4           0       1
nor2_2             0       1
buf_6              3      10
nor4_4             0       1
buf_8              0       3
buf_12             0       2
a31oi_4            0       1
nand2b_4           0       2
a21oi_2            1       2
nor2_1             4       1
and2_4             0       1
==> cells by family (layout without fill, tap and decap cells) <==
group	count (synthesis)	after routing
and+or+nand+nor	12	12
AOI/OAI and AO/OA	11	11
buffers and inverters	22	48
other	1	9
==> critical path, stage by stage <==
cell and delay (ns):
buf_8 0.10, buf_8 0.12, nor4_4 0.29, a31oi_4 0.05, buf_2 0.13
Power and IR drop assume default switching activity.
