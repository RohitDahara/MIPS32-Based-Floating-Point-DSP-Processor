===== /design/flow/design.v =====
`timescale 1ns / 1ps
`timescale 1ns / 1ps
module data_mem (
    input wire clk,                  
    input wire memWrite,             
    input wire memRead,              
    input wire [31:0] address,       
    input wire [31:0] writeData,     
    output reg [31:0] readData       
);
    reg [31:0] memory [0:31];   
    initial begin
        memory[0]  = 32'h00000000;  
        memory[1]  = 32'h40600000;   
        memory[2]  = 32'h40A66666;   
        memory[3]  = 32'h40066666;   
        memory[4]  = 32'h3F800000;   
        memory[5]  = 32'h400D7A04;   
        memory[6]  = 32'h3F800000;   
        memory[7]  = 32'h00000007;
        memory[8]  = 32'h00000008;
        memory[9]  = 32'h00000009;
        memory[10] = 32'h0000000A;
        memory[11] = 32'h0000000B;
        memory[12] = 32'h0000000C;
        memory[13] = 32'h0000000D;
        memory[14] = 32'h0000000E;
        memory[15] = 32'h0000000F;
        memory[16] = 32'h00000000;
        memory[17] = 32'h00000000;
        memory[18] = 32'h00000000;
        memory[19] = 32'h00000000;
        memory[20] = 32'h00000000;
        memory[21] = 32'h00000000;
        memory[22] = 32'h00000000;
        memory[23] = 32'h00000000;
        memory[24] = 32'h00000000;
        memory[25] = 32'h00000000;
        memory[26] = 32'h00000000;
        memory[27] = 32'h00000000;
        memory[28] = 32'h00000000;
        memory[29] = 32'h00000000;
        memory[30] = 32'h00000000;
        memory[21] = 32'h00000000;
    end
    always @(posedge clk) begin
        if (memWrite) begin
            memory[address[4:0]] <= writeData;   
        end
    end
    always @(*) begin
        if (memRead) begin
            readData = memory[address[4:0]];   
        end else begin
            readData = 32'b0;   
        end
    end
endmodule

===== /design/flow/run.sh =====
#!/bin/bash
# OpenROAD 26Q1-2900-gdf79404cd8, Yosys 0.63+post, stock flow scripts
make -C /OpenROAD-flow-scripts/flow DESIGN_CONFIG=/design/flow/config.mk WORK_HOME=/design/flow/orfs finish

===== /design/flow/config.mk =====
export PLATFORM = sky130hd
export DESIGN_NAME = data_mem
export DESIGN_NICKNAME = data_mem
export VERILOG_FILES = /design/flow/design.v
export SDC_FILE = /design/flow/constraint.sdc
export NUM_CORES = 4
export LEC_CHECK = 1
export CORE_UTILIZATION = 30

===== /design/flow/constraint.sdc =====
current_design data_mem

set clk_period 4.7
set clk_io_pct 0.2

create_clock -name clk0 -period $clk_period [get_ports {clk}]

set non_clock_inputs [all_inputs -no_clocks]
set_input_delay [expr $clk_period * $clk_io_pct] -clock clk0 $non_clock_inputs
set_output_delay [expr $clk_period * $clk_io_pct] -clock clk0 [all_outputs]

==> impl_metrics.toml <==
# generated from flow reports
[yosys]
numSynthFlops = 1024
netlist.top_cell.by_instances = "edfxtp_1"
yosys_most_used_dff = "edfxtp_1"
post-synth-top-area-fraction = 0.785
synth_async_sr_flop_share = 0
yosys_area_um2 = 39200
yosys-stat-cells = 2078
synth-warning-count = 1
synth_area_um2 = 39200
syn-mean-instance-area_um2 = 18.9
cell_types_with_the_highest_counts_after_synthesis = "1024 x edfxtp_1, 512 x mux2i_1, 254 x o22ai_1"
synth_cell_types = 22
edf_count = 1024
synth.largest_area_cell = "edfxtp_1"
seq_area_frac_synth = 0.785
area_leaders = "edfxtp_1 78%, mux2i_1 13%, o22ai_1 4.1%"
syn_inst = 2078

[place]
port_buffers = 71
place_congestion = 0.837
place_worst_setup_slack_ns = -0.124
detailed_place_hpwl_um = 57100
post_dp_cell_area_um2 = 43600
place.detailed.instances = 3949

[power_and_ir_drop]
powerDensity_nw_per_um2 = 397
seq_power_share = 0.547
sw_frac_of_total = 0.205
cellLeakagePower_nw = 15.9
power.internal_w = 0.0148
peakVddDrop_mv = 0.304
comb_power_frac = 0.051
clock_power_share = 0.402
power_switching_w = 0.00382

[layout]
drive_above_1_share = 0.163
design_area_um2 = 46900
largest_register_ffs = 1024
num-fill-cells = 11700
layoutNonFillerInstCount = 4134
syn2layout_area_growth_pct = 19.7

[setup_path]
cp_max_fo = 16
largest_delay_contributor_family_on_the_critical_path = "buffers and inverters"
criticalPathCategory = "input pin to output pin"
cp.required_ns = 3.76
crit_slowest_cell = "or4_2"
arrival_ns = 3.74
slowest_delay_ns = 0.72
critPathCaptureType = "output pin"
worstPathBufferInverterCount = 6
worstPathCellList = "clkdlybuf4s50_1, buf_12, or4_2, buf_12, buf_4, o22ai_1, nor4_1, a21boi_1, buf_4, clkdlybuf4s50_1"
worstSetupStartpointType = "input pin"

[timing]
fmax_mhz = 214
unrepaired_setup_endpoints_after_global_routing = "yes"
hold_violations = 0
postLayoutSetupSlackWorst_ns = 0.0206
final.min_clock_period_ns = 4.68
slew_headroom = 0.411
worst_pin_slew_ns = 0.881
final.setup.tns_ns = 0
report.final.setup_viol = 0
whs_ns = 1.08
timing_max_transition_violations_final = 0
finalCritPeriodShare = 0.996

[global_route]
gr-total-overflow = 0
grt_start_max_net_pins = 65
grt_pass1_vias = 21500
antenna_found_initial = 3
grt_first_pass_wirelength_um = 138000
global_route.usage.total = 0.154

[min_path]
timing.hold.worst.start = "writeData[28]"
whs_path_depth = 2
worst_hold_path_type = "input pin to flip-flop"
holdPathEnd = "memory[26][28]"

[route]
drt_iter0_markers = 1133
routed_vias = 20100
route.final.wire_length_um = 95400
first_pass_iters = 5
remaining_drc_errors = 0
route.detailed.wl_per_inst_um = 23.1
antenna_left = 0
via_per_instance_ratio = 4.86

[cts]
max-clock-path-buffers = 3
number_of_clock_sinks_seen_by_cts = 1024
tritoncts = "yes"
cts_h_tree_lvls = 3
number_of_buffers_inserted_during_clock_tree_synthesis = 100
root_driver = "clkbuf_16"
postCtsHoldBufs = 0
clkSlewWorstSetupHoldPaths_ns = 0.06

[job]
warning_count = 54
maxCapViolations = 0

[floorplanning]
dieWidth_um = 363
coreArea_um2 = 129000
io-pin-count = 99
placementRows = 132
fp-utilization = 0.303
die.size.y_um = 363
fp.dieArea_um2 = 132000

[run_status]
run_status = "completed"
cells in the final DEF, fill, tap and decap left out, types with 3 or more instances in the layout:
master,netlist,routed
or4b_4,0,3
buf_6,11,3
buf_12,0,47
a21boi_1,32,29
o22ai_2,2,8
nand3b_1,4,4
nor2_4,0,28
nor4_2,0,11
inv_6,0,4
bufinv_16,0,5
clkinv_1,0,31
o22ai_1,254,248
nand4b_1,4,4
or3b_2,3,3
clkdlybuf4s50_1,0,68
mux2i_1,512,512
nor3_2,0,4
clkbuf_16,0,102
buf_4,2,136
nand4bb_2,0,6
clkbuf_1,29,21
nor4_1,64,52
edfxtp_1,1024,1024
clkinv_2,0,14
cell families (layout without fill, tap and decap cells):
group,Yosys count,after routing,share of synthesized area
AOI/OAI and AO/OA,288,288,0.0473
other,0,2,0
muxes,512,512,0.131
DFF,1024,1024,0.785
and+or+nand+nor,125,125,0.0195
buffers and inverters,129,441,0.0174
power groups by stage:
| stage | logic [W] | registers, W | clock network (W) |
|---|---|---|---|
| finish | 0.000956 | 0.0102 | 0.00747 |
| global route | 0.00103 | 0.0102 | 0.00796 |
| CTS | 0.000959 | 0.0102 | 0.00763 |
repair_timing:
action,4_1_cts,5_1_grt
endpoints found under the setup margin,8,26
setup buffers,0,0
resized,10,22
pin swaps,3,4
hold endpoints to repair,0,0
layer usage:
layer / share of wire / global-route usage / routed length [µm]
met1: 0.33 / 0.163 / 31600
met2: 0.47 / 0.232 / 44400
met3: 0.18 / 0.134 / 17000
met4: 0.021 / 0.0289 / 2020
met5: 0.0032 / 0.0123 / 305
through the flow:
step	utilization	total power, W
2_1_floorplan	-	0.0108
3_3_place_gp	0.337	0.0113
3_5_place_dp	0.337	0.0113
4_1_cts	0.361	0.0188
5_1_grt	0.362	0.0192
6_report	0.362	0.0186
cell type report:
type / count / area, µm² / share of cell area
Tap cell: 1742 / 2180 / 0.0465
Multi-Input combinational cell: 925 / 8160 / 0.174
Antenna cell: 2 / 5.00 / 0.000107
Timing Repair Buffer: 258 / 2720 / 0.0581
Clock inverter: 60 / 440 / 0.00939
Clock buffer: 123 / 2630 / 0.0561
Sequential cell: 1024 / 30700 / 0.656
how the worst max path moves through the flow:
stage | start | cells after the start | endpoint | slack [ns]
6_report | address[0] | 10 | readData[9] | 0.02
4_1_cts | address[0] | 9 | readData[17] | 0.003
5_1_grt | address[0] | 9 | readData[21] | -0.07
Power and IR drop assume default switching activity.
